===== /design/flow/design.v =====
module tree_addr(input [3:0] a, input [3:0] b, input [7:0] c, input [7:0] d, output reg [4:0] sum1, output reg [8:0] sum2, output reg [9:0] sum3);
always @ (a or b) begin
	sum1=a+b;
end
always @ (c or d) begin
	sum2=c+d;
end
always @ (*) begin
	sum3=sum1+sum2;
end
endmodule

===== /design/flow/run.sh =====
#!/bin/bash
# OpenROAD 26Q1-2900-gdf79404cd8, Yosys 0.63+post, stock flow scripts
make -C /OpenROAD-flow-scripts/flow DESIGN_CONFIG=/design/flow/config.mk WORK_HOME=/design/flow/orfs finish

===== /design/flow/config.mk =====
export PLATFORM = sky130hd
export DESIGN_NAME = tree_addr
export DESIGN_NICKNAME = tree_addr
export VERILOG_FILES = /design/flow/design.v
export SDC_FILE = /design/flow/constraint.sdc
export NUM_CORES = 4
export LEC_CHECK = 1
export CORE_AREA = 10 10 83 83
export DIE_AREA = 0 0 93 93

===== /design/flow/constraint.sdc =====
current_design tree_addr

set clk_period 9.6
set clk_io_pct 0.2

create_clock -name clk0 -period $clk_period

set non_clock_inputs [all_inputs -no_clocks]
set_input_delay [expr $clk_period * $clk_io_pct] -clock clk0 $non_clock_inputs
set_output_delay [expr $clk_period * $clk_io_pct] -clock clk0 [all_outputs]

==> run_results.csv <==
group,metric,value,unit
outcome,status,"complete, no violations",
detailed_routing,diodes,0,
synth,ys_seq_share,0,%
synth,synth.distinct_cells,32,
placement,io_buffers,48,
clocking,cts_hold_buf,0,
detailed_routing,route.detailed.drc,0,
global_route,grt_overflow,0,
finish,clock_buffers,0,
placement,dpl_cell_area,1345,sq um
finish,nFillCells,572,
timing,fmax,0.1376,GHz
die,core,5140,sq um
worst_setup_path,required,7.68,ns
die,die_w,93,microns
pwr,p_sw_share,36.71,%
worst_setup_path,endpoint_kind,"output port",
global_route,grt_pass1_vias,860,
worst_setup_path,path_max_fanout,4,
synth,syn_inst,92,
timing,worst_slew_pin_slew,0.2835,ns
finish,regArea,0,sq um
flow_run,warning_count,32,
timing,finalMaxSlewViolations,0,
worst_setup_path,arrival,5.35,ns
pwr,p_leak,0.5906,nW
synth,ys_area,777.0,sq um
die,io_pins,48,
detailed_routing,viasPerCell,3.848,
worst_setup_path,crit_type,"input port to output port",
global_route,antenna_found_initial,0,
timing,relSlewSlack,81.01,%
clocking,cts_resized,0,
finish,nFlopsAndLatches,0,
die,die_area,8649,sq um
finish,final_util,26.17,%
flow_run,maxCapViolations,0,
timing,period_used_share,75.69,%
pwr,ir_drop,0.02345,mV
finish,drive_gt1_share,6.429,%
finish,syn_to_final_growth,73.11,%
clocking,postCtsSetupBuffers,0,
timing,finalHoldViolCount,0,
synth,synth_area,777.0,sq um
finish,final_cell_area,1345,sq um
timing,tns,0,ns
pwr,cell_internal_pwr,90.36,uW
timing,setup_viol,0,
pwr,p_sw,52.42,uW
die,die_h,93,microns
die,num_rows,26,
pwr,clockPowerShare,0,%
synth,syn_avg_cell_area,8.446,sq um
timing,layout_min_cycle_time,7.266,ns
pwr,powerDensity,106.2,nW/um^2
detailed_routing,wire_per_inst,11.82,microns
placement,place_inst,210,
detailed_routing,route.vias.total,808,
finish,fin_cells,210,
die,fp_util,15.12,%
pwr,pwr-share-seq,0,%
global_route,grtUsageTotal,5.569,%
placement,dp_hpwl,2.383,mm
detailed_routing,wl,2.482,mm
pwr,power_frac_comb,100.0,%
worst_setup_path,crit_path_start_kind,"input port",
synth,ys_cells,92,
pwr,power,142.8,uW
synth,ys_warn_count,1,
detailed_routing,postRouteAntennaNets,0,
global_route,grt_pass1_wl,4.008,mm
worst_setup_path,crit_path_start,"c[0]",
global_route,grt_max_degree,6,
placement,gp_congestion,0.7932,
worst_hold_path,hp-class,"input port to output port",
timing,rsz0062_at_grt,"false",
detailed_routing,drtPass1Iterations,3,
detailed_routing,drtIter0Drc,34,
worst_setup_path,cp-endpoint,"sum3[8]",
-- worst min path at each step --
| stage | from | end | slack [ns] | cells past startpoint |
|---|---|---|---|---|
| 4_1_cts | b[0] | sum1[0] | 4.92 | 3 |
| 5_1_grt | d[0] | sum2[0] | 4.94 | 3 |
| 6_report | d[0] | sum2[0] | 4.91 | 3 |
-- cells in the mapped netlist, types with 2 or more instances --
cell type | n | area share (%)
nand2_1 | 4 | 1.9
inv_1 | 7 | 3.4
o21bai_1 | 2 | 1.9
nor2_1 | 3 | 1.4
xor2_1 | 4 | 4.5
o21ai_1 | 2 | 1.3
xnor2_1 | 7 | 7.9
fa_1 | 3 | 7.7
inv_2 | 2 | 0.97
a21oi_1 | 10 | 6.4
nand3_1 | 4 | 2.6
ha_1 | 17 | 27
and3_1 | 3 | 2.4
a21o_1 | 5 | 4.8
xnor2_2 | 2 | 4.2
-- power by group through the flow --
stage,Clock [mW],Combinational [mW],Sequential [mW]
after CTS,0,0.147,0
after global routing,0,0.159,0
final,0,0.143,0
-- placed cells by master (no fill, tap or decap), drive strengths merged --
cell           instances
a211oi                 1
and3b                  1
and3                   3
fa                     3
o211ai                 1
nand2                  4
nor2                   3
nand4                  1
clkdlybuf4s50         48
o2111ai                1
and4bb                 1
ha                    17
inv                    9
xor2                   5
xnor2                  9
a21oi                 10
or2                    1
nor3                   2
a2111o                 1
o21ai                  3
o21a                   1
o21bai                 2
o31ai                  1
a21o                   5
a211o                  1
nand3                  4
o22ai                  1
nor3b                  1
-- cells by family (layout without fill, tap and decap cells) --
logic type | after synthesis | in the layout | share of synthesized area (%)
buf+inv | 9 | 57 | 4.349
simple gates | 21 | 21 | 15.94
xor+xnor | 14 | 14 | 18.68
compound gates | 28 | 28 | 25.93
fa+ha+maj | 20 | 20 | 35.10
-- stage by stage --
stage	setup slack [ns]	hold WS (ns)
3_3_place_gp	2.380	4.912
6_report	2.334	4.906
3_5_place_dp	2.295	4.914
2_1_floorplan	3.454	3.934
4_1_cts	2.297	4.920
5_1_grt	2.142	4.942
-- layer usage --
| metal | GRT usage [%] | share of wire [%] | up-vias |
|---|---|---|---|
| met2 | 11.04 | 55 | 18 |
| met3 | 0.8885 | 3.9 | 0 |
| li1 | - | - | 435 |
| met5 | 0 | 0 | - |
| met1 | 6.389 | 41 | 355 |
| met4 | 0 | 0 | 0 |
-- cell type report --
cell class	instances	area, sq um	share of cell area [%]
multi-input combinational	83	743.2	55.26
timing repair buffer	48	480.5	35.72
tap	70	87.58	6.512
inverter	9	33.78	2.512
-- worst max-delay path: stages --
cell	delay [ns]
clkdlybuf4s50_1	0.40
ha_1	0.27
fa_1	0.42
a21o_1	0.20
a21oi_1	0.17
xnor2_1	0.17
ha_1	0.31
and3_1	0.19
and4bb_1	0.19
a211o_1	0.29
o2111ai_2	0.18
xnor2_1	0.14
clkdlybuf4s50_1	0.50
No activity file was given, so power comes from the tool's default toggle rates.
