$ cat design/flow/run.sh
#!/bin/bash
# OpenROAD 26Q1-2900-gdf79404cd8, Yosys 0.63+post, stock flow scripts
make -C /OpenROAD-flow-scripts/flow DESIGN_CONFIG=/design/flow/config.mk WORK_HOME=/design/flow/orfs finish
$ cat design/flow/config.mk
export PLATFORM = sky130hd
export DESIGN_NAME = ram_sp_sr_sw
export DESIGN_NICKNAME = ram_sp_sr_sw
export VERILOG_FILES = /design/flow/design.v
export SDC_FILE = /design/flow/constraint.sdc
export NUM_CORES = 4
export LEC_CHECK = 1
export CORE_UTILIZATION = 40
$ cat design/flow/constraint.sdc
current_design ram_sp_sr_sw

set clk_period 10.8
set clk_io_pct 0.2

create_clock -name clk0 -period $clk_period [get_ports {clk}]

set non_clock_inputs [all_inputs -no_clocks]
set_input_delay [expr $clk_period * $clk_io_pct] -clock clk0 $non_clock_inputs
set_output_delay [expr $clk_period * $clk_io_pct] -clock clk0 [all_outputs]
$ cat design/flow/design.v
`timescale 1ns / 1ps
module ram_sp_sr_sw #(parameter DATA_WIDTH = 8, parameter ADDR_WIDTH = 8, parameter RAM_DEPTH = 1 << ADDR_WIDTH)(
  input clk         ,  
  input [ADDR_WIDTH-1:0] address     ,  
  inout [DATA_WIDTH-1:0] data        ,  
  input cs          ,  
  input we          ,  
  input oe             
  );
  reg [DATA_WIDTH-1:0] data_out ;
  reg [DATA_WIDTH-1:0] mem [0:RAM_DEPTH-1];
  reg                  oe_r;
  assign data = (cs && oe &&  ! we) ? data_out : 8'bz;
  always @ (posedge clk)
  begin : MEM_WRITE
     if ( cs && we ) begin
         mem[address] = data;
     end
  end
  always @ (posedge clk)
  begin : MEM_READ
    if (cs &&  ! we && oe) begin
      data_out = mem[address];
      oe_r = 1;
    end else begin
      oe_r = 0;
    end
  end
  endmodule
==> Slide: Implementation Results <==
Run Summary

Clock network
  • Total clock buffers created by CTS: 204
  • Total of hold buffers inserted after clock tree synthesis: 0
  • Resized Gates After CTS: 0
  • Buffer type at the clock tree root: sky130_fd_sc_hd__clkbuf_16
  • Number of sinks on the clock net: 2056
  • Number of buffers added for setup after CTS: 0
  • Max Root-Sink Buffers: 3
  • Maximum level of the CTS H-tree: 4

Floorplanning
  • Die W: 445 um
  • Cell Rows: 162
  • Total I/O pin count: 20
  • Initial core utilization: 0.402
  • Floorplan die height: 445 um

Yosys
  • Number of instances in the synthesized netlist: 3526
  • Mean area per synthesized cell: 22.2 um^2
  • Flops after synth: 2056
  • Yosys stat cell total: 3526
  • Post-synthesis sequential area ratio: 0.788
  • Count of yosys warnings during synthesis: 2
  • Post-synthesis cell type count: 22
  • Yosys top cell by instances: sky130_fd_sc_hd__edfxtp_1
  • Most area-consuming cells after synthesis: sky130_fd_sc_hd__edfxtp_1 79%, sky130_fd_sc_hd__mux4_2 15%, sky130_fd_sc_hd__a22oi_1 2.5%
  • Most used flip-flop cell: sky130_fd_sc_hd__edfxtp_1
  • Synthesized cell area: 78400 um^2
  • Most instantiated cells after synthesis: 2056 x sky130_fd_sc_hd__edfxtp_1, 512 x sky130_fd_sc_hd__mux4_2, 259 x sky130_fd_sc_hd__nor2_1, 256 x sky130_fd_sc_hd__a22oi_1, 135 x sky130_fd_sc_hd__clkbuf_1
  • Number of enable-type register cells in the synthesized netlist: 2056
  • Area leader share: 0.788
  • Top cell type by total area after synthesis: sky130_fd_sc_hd__edfxtp_1
  • Proportion of synthesized flip-flops having asynchronous set or reset: 0
  • Yosys chip area: 78400 um^2

Outcome
  • Status: did not finish
  • Stage at which the run stopped: 4_1_cts
  • First reported error: [error] [KeplerFormal.cpp:679] Workflow failed: Iso has multiple drivers: .data5, data[5]$_DFFE_PP_.Q0

Placed design
  • HPWL after DPL: 109 mm
  • Area after DPL: 82000 um^2
  • Worst slack after detailed placement: 4340 ps
  • PortBufs: 11
  • Final RePlAce weighted congestion: 0.856
[stage by stage]
stage | std cells | total power, mW | util | hold WS [ps]
2_1_floorplan | 3526 | 9.34 | - | 896
3_3_place_gp | 6074 | 9.58 | 0.421 | 932
3_5_place_dp | 6074 | 9.59 | 0.421 | 928
[logic make-up after synthesis]
family,after synthesis,synth area share
DFF,2056,0.788
AOI/OAI and AO/OA,416,0.0363
buffers and inverters,225,0.0128
muxes,512,0.147
and+or+nand+nor,317,0.0161
No activity file was given, so power comes from the tool's default toggle rates.
