<file path="/design/flow/run.sh">
#!/bin/bash
# OpenROAD 26Q1-2900-gdf79404cd8, Yosys 0.63+post, stock flow scripts
make -C /OpenROAD-flow-scripts/flow DESIGN_CONFIG=/design/flow/config.mk WORK_HOME=/design/flow/orfs finish
</file>
<file path="/design/flow/config.mk">
export PLATFORM = sky130hd
export DESIGN_NAME = array_multiplier
export DESIGN_NICKNAME = array_multiplier
export VERILOG_FILES = /design/flow/design.v
export SDC_FILE = /design/flow/constraint.sdc
export NUM_CORES = 4
export LEC_CHECK = 1
export CORE_AREA = 10 10 70 70
export DIE_AREA = 0 0 80 80
</file>
<file path="/design/flow/constraint.sdc">
current_design array_multiplier

set clk_period 3.9
set clk_io_pct 0.2

create_clock -name clk0 -period $clk_period

set non_clock_inputs [all_inputs -no_clocks]
set_input_delay [expr $clk_period * $clk_io_pct] -clock clk0 $non_clock_inputs
set_output_delay [expr $clk_period * $clk_io_pct] -clock clk0 [all_outputs]
</file>
<file path="/design/flow/design.v">
module half_adder(input a, b, output s0, c0);
  assign s0 = a ^ b;
  assign c0 = a & b;
endmodule
module full_adder(input a, b, cin, output s0, c0);
  assign s0 = a ^ b ^ cin;
  assign c0 = (a & b) | (b & cin) | (a & cin);
endmodule
module array_multiplier(input [3:0] A, B, output [7:0] z);
  reg signed p[4][4];
  wire [10:0] c;  
  wire [5:0] s;   
genvar i, j;
  generate
    for (i = 0; i < 4; i = i + 1) begin : row_loop
      for (j = 0; j < 4; j = j + 1) begin : col_loop
        and gate1 (p[i][j], A[i], B[j]);
      end
    end
  endgenerate
  assign z[0] = p[0][0];
  half_adder h0(p[0][1], p[1][0], z[1], c[0]);
  half_adder h1(p[1][1], p[2][0], s[0], c[1]);
  half_adder h2(p[2][1], p[3][0], s[1], c[2]);
  full_adder f0(p[0][2], c[0], s[0], z[2], c[3]);
  full_adder f1(p[1][2], c[1], s[1], s[2], c[4]);
  full_adder f2(p[2][2], c[2], p[3][1], s[3], c[5]);
  full_adder f3(p[0][3], c[3], s[2], z[3], c[6]);
  full_adder f4(p[1][3], c[4], s[3], s[4], c[7]);
  full_adder f5(p[2][3], c[5], p[3][2], s[5], c[8]);
  half_adder h3(c[6], s[4], z[4], c[9]);
  full_adder f6(c[9], c[7], s[5], z[5], c[10]);
  full_adder f7(c[10], c[8], p[3][3], z[6], z[7]);
endmodule
</file>
==> changes_impl.md <==
## Flow update

- DR WL/cell: 8.25 um
- First-pass GRT wire length: 1500 um
- Warnings from Yosys: 3
- # fillers: 393
- Chip Area: 6400 sq um
- Post-DP HPWL: 788 um
- Critical path type: in2out
- DR vias/cell: 2.80
- Period minus WS final: 4.10 ns
- Worst vdd ir: 46.0 uV
- DR iter-0 viols: 2
- Chip Area, Yosys: 388 sq um
- Vias in the first global route: 312
- Hold_buf cts: 0
- CP dominant cell by count: fa_2
- Achievable Freq: 244 MHz
- Final Util: 17.8%
- All-Layer GR Usage: 2.87%
- Sequential area share after synthesis: 0%
- Flop count: 0
- Placed inst area: 576 sq um
- Crit-path max FO: 2
- Critical Path Sink Type: output pin
- Number of logged tool warnings: 35
- Yosys cell count: 44
- Status: finished, violations left
- Crit-path max cell delay: 0.53 ns
- Largest net degree at the start of global routing: 5
- Die H: 80 um
- P per Cell Area: 127 nW/um^2
- Die W: 80 um
- Crit start category: primary input
- Worst-margin pin slew: 0.129 ns
- CLK BUF: 0
- Residual DRC: 0
- Core area: 3420 sq um
- Hold endpoint: z[7]
- Critical path cell sequence: buf_8 > and2_4 > ha_4 > inv_2 > fa_2 > inv_2 > fa_2 > ha_4 > fa_2 > fa_2 > buf_2
- Final Setup Violations: 2
- Dominant cell area share: 41.3%
- Final setup TNS: -0.217 ns
- Hold path start: A[3]
- Unrepaired setup endpoints after global routing: true
- LEAKAGE: 0.273 nW
- Main area contributors: fa_1 41%, and2_1 18%, buf_4 15%
- Max-Cap Viols: 0
- Flop area: 0 sq um
- Total gr overflow: 0
- Pre-Repair DR Iteration Count: 2
- Hold depth: 5
- Post-Syn Instances: 44
- Design area: 607 sq um
- Failing checks: negative setup slack
- CP arrival: 3.32 ns
- Vias after detailed routing: 286
- Hold Slack: 2.16 ns
- Layout cells sized above 1: 42.9%
- Post-synthesis cell type count: 6
- Synth-to-Final Area Change: 56.5%
- Ports: 16
- Initial Utilization: 11.4%
- Slowest stage cell, crit path: fa_2
- Final Hold Viols: 0
- Final GP Congestion: 0.753
- Cell type with the largest total area: fa_1
- Initial antenna violation count: 0
- Post-Syn Area: 388 sq um
- Post-route ant nets: 0
- Max-slew violations: 0
- Final wirelength: 842 um
- Crit path DRT: 3.12 ns
- Comb. cell area: 343 sq um
- Hold Crit Class: in2out
- Slew headroom: 91.4%
- Rows: 21
- Cycle use final: 105%
- Setup ws final: -0.199 ns
- PortBufs: 16
- Antenna Cells: 0
- Synth Area per Inst: 8.82 sq um
[area by class of cell]
type,instances,area share [%]
Tap cell,46,9.48
Timing Repair Buffer,20,29.1
Multi-Input combinational cell,28,56.5
Inverter,8,4.95
[timing repair]
action,4_1_cts,5_1_grt
pin swaps,10,5
resized,47,2
endpoints found under the setup margin,5,3
hold endpoints to repair,0,0
gates cloned,0,0
setup buffers,1,0
[layout by cell type, fill, tap and decap left out]
cell,netlist,final
and2_1,11,8
inv_1,8,6
clkdlybuf4s50_1,0,6
nand2_1,5,5
fa_2,0,5
buf_4,8,4
and2_4,0,3
fa_1,8,3
buf_6,0,3
buf_2,0,3
inv_2,0,2
ha_4,0,2
ha_1,4,2
dlygate4sd2_1,0,2
clkbuf_2,0,1
buf_8,0,1
[logic make-up after synthesis]
| group | count (synthesis) | share of synthesized area, % |
|---|---|---|
| simple gates | 16 | 22.6 |
| buf+inv | 16 | 23.2 |
| fa+ha+maj | 12 | 54.2 |
[critical path, delay by kind of cell]
| family | cells | cell delay, ns |
|---|---|---|
| adders and majority gates | 6 | 2.14 |
| and+or+nand+nor | 1 | 0.15 |
| buffers and inverters | 4 | 0.25 |
[cells in the mapped netlist]
master and number:
and2_1 11, buf_4 8, fa_1 8, ha_1 4, inv_1 8, nand2_1 5
[report_power, final]
part / leakage, nW / switching (mW) / internal (mW)
combinational: 0.273 / 0.0279 / 0.0489
clock: 0 / 0 / 0
sequential: 0 / 0 / 0
total: 0.273 / 0.0279 / 0.0489
[per-layer routing]
metal  track usage [%]  share of wire [%]
met1              4.00                 48
met2              4.90                 48
met3             0.341                4.0
met4                 0                  0
met5                 0                  0
[through the flow]
step / worst slack [ns] / instances / power, mW
5_1_grt: -0.278 / 102 / 0.0899
3_3_place_gp: -0.982 / 101 / 0.0789
4_1_cts: -0.297 / 102 / 0.0813
2_1_floorplan: -0.00344 / 44 / 0.0463
3_5_place_dp: -0.961 / 101 / 0.0777
6_report: -0.199 / 102 / 0.0768
[how the worst max path moves through the flow]
| stage | from | endpoint | slack, ns | depth (start not counted) |
|---|---|---|---|---|
| CTS | A[2] | z[6] | -0.30 | 11 |
| global route | A[3] | z[6] | -0.28 | 11 |
| finish | A[2] | z[6] | -0.20 | 11 |
Power figures rest on the tool's default switching activity, not on a simulated workload.
